## flow/config.mk

```make
export PLATFORM = sky130hd
export DESIGN_NAME = main_counter
export DESIGN_NICKNAME = main_counter
export VERILOG_FILES = /design/flow/design.v
export SDC_FILE = /design/flow/constraint.sdc
export NUM_CORES = 4
export LEC_CHECK = 1
export CORE_UTILIZATION = 30
```

## flow/constraint.sdc

```tcl
current_design main_counter

set clk_period 6.0
set clk_io_pct 0.2

create_clock -name clk0 -period $clk_period [get_ports {CLK_50}]

set non_clock_inputs [all_inputs -no_clocks]
set_input_delay [expr $clk_period * $clk_io_pct] -clock clk0 $non_clock_inputs
set_output_delay [expr $clk_period * $clk_io_pct] -clock clk0 [all_outputs]
```

## flow/design.v

```verilog
module clock_1_sec #(
	parameter int unsigned N = 50000000
)(
   input logic clk, rst,
   output logic carry_out
);
    localparam COUNT_MAX = N; 
    logic [26:0] count;
    always_ff @(posedge clk or negedge rst) begin
        if (!rst) begin
            count <= 26'd0;
            carry_out <= 1'b0;
        end else if (count == COUNT_MAX) begin
            count <= 26'd0;
            carry_out <= 1'b1;
        end else begin
            count <= count + 26'd1;
            carry_out <= 1'b0;
        end
    end
endmodule
module counter(
	input logic clk, rst, en,
	output logic[3:0] counter,
	output logic carry_out
);
localparam MAX = 4'd9 ;
localparam zero = 4'd0 ;
logic[3:0] out ;
always_ff @(posedge clk, negedge rst)
	if(~rst) begin
      counter <= zero ;
      carry_out <= 1'b0 ;
	end
	else if (en) begin
		if (counter >= MAX) begin
			counter <= zero ;
			carry_out <= 1'b1 ;
		end
		else begin
			counter <= counter + 4'd1 ;
			carry_out <= 1'b0 ;
		end
	end
endmodule
module main_counter(
	input logic CLK_50, rst,
	output logic[6:0] HEX0, HEX1
);
clock_1_sec clock_1_sec_inst
(
	.clk(CLK_50) ,	 
	.rst(rst) ,	 
	.carry_out(clk_out) 	 
);
defparam clock_1_sec_inst.N = 'd2;
counter counter_sec
(
	.clk(CLK_50) ,	 
	.rst(rst) ,	 
	.en(clk_out) ,	 
	.counter(sec_counter) ,	 
	.carry_out(sec_carry_out) 	 
);
counter counter_tens
(
	.clk(CLK_50) ,	 
	.rst(rst) ,	 
	.en(sec_carry_out) ,	 
	.counter(tens_counter) ,	 
	.carry_out(tens_carry_out) 	 
);
seven_segment_disp seven_segment_disp_sec
(
	.digit(sec_counter) ,	 
	.segments(HEX0) 	 
);
seven_segment_disp seven_segment_disp_inst
(
	.digit(tens_counter) ,	 
	.segments(HEX1) 	 
);
endmodule
module seven_segment_disp (
    input logic [3:0] digit,  
    output logic [6:0] segments  
);
    always_comb begin
        case (digit)
            4'd0: segments = 7'b1000000 ; 
            4'd1: segments = 7'b1111001 ; 
            4'd2: segments = 7'b0100100 ; 
            4'd3: segments = 7'b0110000 ; 
            4'd4: segments = 7'b0011001 ; 
            4'd5: segments = 7'b0010010 ; 
            4'd6: segments = 7'b0000010 ; 
            4'd7: segments = 7'b1111000 ; 
            4'd8: segments = 7'b0000000 ; 
            4'd9: segments = 7'b0010000 ; 
            default: segments = 7'b1111111 ; 
        endcase
    end
endmodule
```

## flow/run.sh

```bash
#!/bin/bash
# OpenROAD 26Q1-2900-gdf79404cd8, Yosys 0.63+post, stock flow scripts
make -C /OpenROAD-flow-scripts/flow DESIGN_CONFIG=/design/flow/config.mk WORK_HOME=/design/flow/orfs finish
```

==> flow_summary_export.csv <==
group,metric,value,unit
clock_tree,clock_path_buffers,2,
grt,overflow,0,
synthesis,ys_sh_xor,11.27,%
power,p_per_area,199.1,nW/um2
place,numPortBuffers,9,
setup_path,endpoint_kind,"primary output",
sta,fin_crit_sh,40.79,%
synthesis,ys_cells,182,
setup_path,crit_required,4.80,ns
detailed_routing,wl,3002,um
setup_path,cp_slowest_stage_delay,0.50,ns
synthesis,netlist_area,1943,um2
layout,area_delta_synth_final,8.628,%
die,rows,28,
grt,grt_pass1_wl,5388,um
clock_tree,post_cts.repair.setup_buffers,0,
power,p_leak,0.9877,nW
die,ios,16,
sta,fin_skew,0.005601,ns
synthesis,synth-seq-cells,37,
sta,period_needed,2.447,ns
sta,hold_viol,0,
clock_tree,hold_buffers,0,
synthesis,synth-adder-area-share,5.151,%
setup_path,cp.arrival,1.25,ns
synthesis,synth_seq_share,47.65,%
synthesis,mux_share,1.545,%
sta,maxSlewHeadroom,65.76,%
setup_path,startpoint_type,"register",
clock_tree,ctsResizeCount,0,
detailed_routing,viasPerCell,4.681,
detailed_routing,n_antenna_cell,0,
setup_path,worstPathCellList,"clkdlybuf4s50_1",
grt,grt_use_total,10.59,%
detailed_routing,dr.first_iter.drc_count,35,
layout,final_common_cell,"dfrtp_1",
detailed_routing,first_pass_iters,4,
sta,setup_tns,0,ns
synthesis,area_leaders,"dfrtp_1 (48%), xnor2_1 (9.0%), buf_4 (5.8%)",
synthesis,synth_cells,182,
die,core_area,6096,um2
sta,rsz0062_at_grt,"false",
synthesis,ys_sh_simple,22.99,%
die,dieArea,6803,um2
synthesis,yosysWarningCount,12,
grt,grt_start_max_net_pins,38,
die,fp.dieW,82.48,um
place,dp_hpwl,2061,um
place,globalplace.congestion,0.7947,
clock_tree,clk_pin_slew,0.07,ns
synthesis,yosys.area.top_type,"dfrtp_1",
grt,antenna_found_initial,0,
sta,setup_violations,0,
clock_tree,worstSkewPairLatency,0.29,ns
run_status,status,"complete, no violations",
clock_tree,cts_max_level,2,
power,ir_worst_vdd,0.0001040,V
sta,report.final.slew_viol_count,0,
clock_tree,cts_num_sinks,37,
sta,fmax,0.4086,GHz
worst_hold_path,hp-class,"reg2reg",
setup_path,critical_path_buf_inv_count,1,
job,warnings,30,
grt,grt_pass1_vias,1169,
die,fp_util,31.88,%
layout,final_util,34.63,%
clock_tree,cts-root-buf,"clkbuf_8",
synthesis,async_reset_ff_share,100.0,%
synthesis,synth-edff-count,0,
setup_path,slowest_stage,"clkdlybuf4s50_1",
synthesis,ys_sh_aoi,3.284,%
detailed_routing,drc_errors,0,
clock_tree,numCtsBuffers,5,
detailed_routing,vias,1231,
detailed_routing,drtAntennaViolNets,0,
layout,drive_gt1_share,9.574,%
synthesis,ys_area,1943,um2
setup_path,critPathTopFamily,"buffers and inverters",
synthesis,ff_type,"dfrtp_1",
setup_path,setup.worst_path.class,"reg2out",
clock_tree,cts_tree,"built",
synthesis,avgSynthCellArea,10.68,um2
job,max-cap-violations,0,
setup_path,crit_fanout,8,
sta,tightest_slew,0.5092,ns
die,die.size.y,82.48,um
synthesis,logic_family,"simple AND/OR/NAND/NOR gates",
synthesis,yosys.area.top_type_share,47.65,%
synthesis,yosysUniqueCellTypes,32,
layout,final_cell_mix,"dfrtp_1 (37), xnor2_1 (20), nand3_1 (14)",
detailed_routing,wire_per_inst,11.41,um
## cell type report
cell class | count | area, um2
Fill cell | 612 | 3985
Sequential cell | 37 | 925.9
Multi-Input combinational cell | 124 | 882.1
Tap cell | 75 | 93.84
Timing Repair Buffer | 10 | 92.59
Clock buffer | 6 | 72.57
Inverter | 9 | 33.78
Clock inverter | 2 | 10.01
## flip-flops by register name, summed over array words and instances (netlist names)
name	count
counter_sec.counter	4
clock_1_sec_inst.carry_out	1
counter_tens.counter	4
clock_1_sec_inst.count	27
counter_sec.carry_out	1
## per-layer routing
layer	global-route usage (%)	wire length, um	share of wire (%)	up-vias
met5	0	0	0	-
met4	1.579	57	1.9	0
met3	3.344	134	4.5	6
met2	15.37	1220	41	26
met1	16.13	1589	53	579
li1	-	-	-	620
## worst paths after layout
path / start / end / slack [ns] / cells past startpoint
worst max-delay path: counter_tens.counter[0]$_DFFE_PN0P_ / HEX1[5] / 3.55 / 1
worst min-delay path: clock_1_sec_inst.count[26]$_DFF_PN0_ / clock_1_sec_inst.count[26]$_DFF_PN0_ / 0.48 / 1
worst max register to register: counter_tens.counter[0]$_DFFE_PN0P_ / counter_tens.counter[2]$_DFFE_PN0P_ / 4.43 / 6
worst min register to register: clock_1_sec_inst.count[26]$_DFF_PN0_ / clock_1_sec_inst.count[26]$_DFF_PN0_ / 0.48 / 1
max in group asynchronous: rst / clock_1_sec_inst.count[9]$_DFF_PN0_ / 4.73 / 2
min in group asynchronous: rst / counter_tens.counter[3]$_DFFE_PN0P_ / 0.95 / 2
## stage by stage
step / worst slack [ns] / hold WS (ns) / cells / power [mW] / area [um2]
2_1_floorplan: 4.240 / 0.4467 / 186 / 0.2569 / 1958
3_3_place_gp: 3.882 / 0.4679 / 255 / 0.2601 / 2028
3_5_place_dp: 3.852 / 0.4771 / 255 / 0.2600 / 2028
4_1_cts: 3.531 / 0.4871 / 263 / 0.4285 / 2111
5_1_grt: 3.448 / 0.4980 / 263 / 0.4399 / 2111
6_report: 3.553 / 0.4837 / 263 / 0.4202 / 2111
## Yosys cell counts, types with 2 or more instances
cell type and number:
dfrtp_1 37, and3_1 7, inv_1 9, nor2_1 10
xnor2_1 20, nor4_1 5, nor2_4 2, and2_1 2
ha_1 8, nand2_1 8, nor3_4 2, nand2b_1 2
buf_4 15, o21ai_0 6, o31ai_1 2, conb_1 2
xor2_1 5, mux2i_1 3, nand4_1 11, nand3_1 14
## where the power goes
group          internal [mW]  total [mW]  switching [mW]
Clock                 0.0804       0.165          0.0850
Combinational       0.000661     0.00541         0.00475
Sequential             0.249       0.249               0
## cells by family (layout without fill, tap and decap cells)
group / Yosys count / after routing
muxes: 3 / 3
buffers and inverters: 25 / 27
other: 2 / 6
adders and majority gates: 8 / 8
xor gates and xnor gates: 25 / 25
DFF: 37 / 37
and+or+nand+nor: 72 / 72
AOI/OAI and AO/OA: 10 / 10
Power is estimated from default activity; no workload was simulated.
